==> design.v <==
module fifo #(
    parameter FIFO_WIDTH = 96,
    parameter FIFO_DEPTH_BITS = 8,
    parameter FIFO_ALMOSTFULL_THRESHOLD = 2**FIFO_DEPTH_BITS - 4,
    parameter FIFO_ALMOSTEMPTY_THRESHOLD = 2
) (
    input  wire                         clk,
    input  wire                         rst,    
    input  wire                         we,               
    input  wire [FIFO_WIDTH - 1:0]      din,             
    input  wire                         re,               
    output reg  [FIFO_WIDTH - 1:0]      dout,             
    output reg  [FIFO_DEPTH_BITS - 1:0] count,               
    output reg                          empty,               
    output reg                          almostempty,               
    output reg                          full,                
    output reg                          almostfull          
);
    reg                                 valid;
    reg                                 overflow;
    reg                                 underflow;        
    reg  [FIFO_DEPTH_BITS - 1:0]        rp;
    reg  [FIFO_DEPTH_BITS - 1:0]        wp;
    reg  [FIFO_WIDTH - 1:0]         mem[2**FIFO_DEPTH_BITS-1:0];
    always @(posedge clk) begin
        if (rst) begin
            empty <= 1'b1;
            almostempty <= 1'b1;
            full <= 1'b0;
            almostfull <= 1'b0;
            count <= 0;            
            rp <= 0;
            wp <= 0;
            valid <= 1'b0;
            overflow <= 1'b0;
            underflow <= 1'b0;            
        end else begin
            valid <= 0;          
            case ({we, re})
                2'b11 : begin
                    wp <= wp + 1'b1;                    
                    rp <= rp + 1'b1;
                    valid <= 1;
                end
                2'b10 : begin
                    if (full) begin                                                                        
                        overflow <= 1;                                                
                    end else begin
                        wp <= wp + 1'b1;
                        count <= count + 1'b1;
                        empty <= 1'b0;
                        if (count == (FIFO_ALMOSTEMPTY_THRESHOLD-1))
                            almostempty <= 1'b0;
                        if (count == (2**FIFO_DEPTH_BITS-1))
                            full <= 1'b1;
                        if (count == (FIFO_ALMOSTFULL_THRESHOLD-1))
                            almostfull <= 1'b1;
                    end
                end
                2'b01 : begin
                    if (empty) begin                                               
                        underflow <= 1;
                    end else begin
                        rp <= rp + 1'b1;
                        count <= count - 1'b1;                    
                        full <= 0;                    
                        if (count == FIFO_ALMOSTFULL_THRESHOLD)
                            almostfull <= 1'b0;                                            
                        if (count == 1)
                            empty <= 1'b1;                            
                        if (count == FIFO_ALMOSTEMPTY_THRESHOLD)
                            almostempty <= 1'b1;
                        valid <= 1;                          
                    end 
                end               
                default : begin
                end
            endcase
        end
    end
    always @(posedge clk) begin
        if (we == 1'b1)
            mem[wp] <= din;
        dout <= mem[rp];            
    end
endmodule
==> run.sh <==
#!/bin/bash
# OpenROAD 26Q1-2900-gdf79404cd8, Yosys 0.63+post, stock flow scripts
make -C /OpenROAD-flow-scripts/flow DESIGN_CONFIG=/design/flow/config.mk WORK_HOME=/design/flow/orfs finish
==> config.mk <==
export PLATFORM = sky130hd
export DESIGN_NAME = fifo
export DESIGN_NICKNAME = fifo
export VERILOG_FILES = /design/flow/design.v
export SDC_FILE = /design/flow/constraint.sdc
export NUM_CORES = 4
export LEC_CHECK = 1
export CORE_UTILIZATION = 30
export SYNTH_MEMORY_MAX_BITS = 65536
==> constraint.sdc <==
current_design fifo

set clk_period 14373.1
set clk_io_pct 0.2

create_clock -name clk0 -period $clk_period [get_ports {clk}]

set non_clock_inputs [all_inputs -no_clocks]
set_input_delay [expr $clk_period * $clk_io_pct] -clock clk0 $non_clock_inputs
set_output_delay [expr $clk_period * $clk_io_pct] -clock clk0 [all_outputs]
==> results.toml <==
# flow metrics
[grt]
use_met1_pct = 19.3
antenna_found_initial = 449
grt_pass1_wl_um = 4410000
use_met2_pct = 30.6
grt_pass1_vias = 502000
grt.met3_usage_pct = 22.6
grt-busiest-layer = "met2"
grt_usage_pct = 22.4
overflow = 0
grt_start_max_net_pins = 131

[yosys]
edf_count = 24600
flop_cell = "edfxtp_1"
synthDistinctLibCells = 86
ys_cells = 40400
async_reset_ff_share_pct = 0
avgSynthCellArea_um2 = 23.3
syn_area_um2 = 941000
yosys_area_um2 = 941000
ys_ff = 24700
yosysWarnings = 1
ys_seq_share_pct = 78.7
synthCells = 40400

[flow_run]
warnings = 77
cap_violations = 2

[floorplanning]
fp-utilization_pct = 30.1
dieArea_um2 = 3140000
placementRows = 650
core-area_um2 = 3130000
ios = 208
die_w_um = 1770
die-height_um = 1770

[clock_tree]
cts_hold_buffers = 0
clkSinkCount = 24700
cts_tree = "done"
post_cts_buffers = 0
numCtsBuffers = 2503
clock_latency_ns = 1.76
path_clk_slew_ns = 0.06
cts.htree.levels = 8
cts-resized-gates = 0
ctsLongestPathBuffers = 6
root_buffer = "clkbuf_16"

[critical_path]
cp.arrival_ns = 2879.46
r2r_start = "rp[1]"
crit_fanout = 25
startpoint = "we"
worstPathRequired_ns = 14374.36
start_kind = "input pin"
rrSetupSlack_ns = 14362.78
timing.rr.end = "dout[4]"
critPathSlowestCell = "nand3_1"
critPathMaxStageDelay_ns = 0.90
path_common_cell = "buf_4"
critPathCaptureType = "flip-flop"
path_cells = "buf_2 > buf_4 > buf_4 > nand3_1 > buf_4 > nor2_4 > buf_4 > buf_4 > buf_4"
rr_worst_depth = 17
crit_end = "mem[53][12]"
path_class = "input pin to flip-flop"

[worst_hold_path]
holdPathStages = 2
hold-path-endpoint = "almostfull"
hp-start = "almostfull"
hold_path_class = "flip-flop to flip-flop"

[timing]
tns_ns = 0
finalHoldViolCount = 0
finClkSkew_ns = 0.242
worst_pin_slew_ns = 1.55
setup_ws_ns = 11494.90
slew_headroom_pct = -4.37
fmax_mhz = 0.347
finalSetupViolations = 0
rsz0062_at_grt = "no"
slew_violations = 5

[finish]
stdcell_area_um2 = 1090000
drive_gt1_share_pct = 28.3
syn2layout_area_growth_pct = 16.1
finalNonFillerCells = 88900

[placed_design]
placed_cells = 83000
dp_slack_ns = 11493.50
gp_congestion = 0.950
port_buffers = 207
placedInstanceArea_um2 = 1010000
hpwl_um = 2170000

[detailed_routing]
vias = 465000
drc = 0
drt_wl_total_um = 3300000
wl_per_cell_um = 37.2
dr.pass1.iters = 8
first_iter_violations = 37400
vias_per_cell = 5.22
ant_nets = 0

[status]
violations = "max-capacitance violations, max-slew violations"
status = "finished with violations"

[power]
vdd_drop_max_mv = 0.000155
power.density_nw_per_um2 = 0.140
p_leak_nw = 330
total_power_uw = 153
per-layer routing:
layer / wire length [um] / part of all wire [%] / up-vias
met1: 845000 / 26 / 236000
met4: 274000 / 8.3 / 500
met5: 13400 / 0.41 / -
met2: 1430000 / 43 / 39100
met3: 737000 / 22 / 6941
li1: - / - / 182000
layout make-up:
type	instances	area [um^2]
Tap cell	41700	52200
Antenna cell	1457	3650
Inverter	24	143
Fill cell	284000	2040000
Timing Repair Buffer	3205	25900
Clock buffer	3135	65500
Multi-Input combinational cell	13300	191000
Sequential cell	24700	741000
Clock inverter	1350	13300
layout by cell type, fill, tap and decap left out, drive strengths merged, types with 73 or more instances in the layout:
| cell | Yosys | routed |
|---|---|---|
| edfxtp | 24600 | 24600 |
| mux4 | 5965 | 5965 |
| clkbuf | 757 | 3220 |
| buf | 1593 | 3011 |
| mux2i | 2112 | 2112 |
| diode | 0 | 1457 |
| clkinv | 0 | 1044 |
| nand2 | 827 | 827 |
| a21oi | 736 | 736 |
| nor2 | 614 | 614 |
| o21ai | 524 | 524 |
| a221oi | 464 | 464 |
| o221ai | 312 | 312 |
| o22ai | 290 | 290 |
| a22oi | 227 | 227 |
| bufinv | 0 | 156 |
| nand3 | 145 | 145 |
| inv | 24 | 138 |
| dfxtp | 124 | 124 |
| clkdlybuf4s50 | 0 | 109 |
| a211oi | 100 | 100 |
| a31oi | 86 | 86 |
| nor3 | 85 | 85 |
| a32oi | 73 | 73 |
logic make-up (layout without fill, tap and decap cells):
family,count (synthesis),after routing,synth area share (%)
AND-OR/OR-AND,3335,3335,2.46
flip-flops,24700,24700,78.7
adder cells (fa/ha/maj),10,10,0.0133
other,0,1457,0
buffers and inverters,2374,7714,1.41
XOR/XNOR,19,19,0.0177
multiplexers,8116,8116,16.6
AND/OR/NAND/NOR,1865,1865,0.832
registers in the layout (all words and copies together), names as in the netlist:
register     flops
mem          24576
dout            96
count            8
rp               8
wp               8
almostempty      1
almostfull       1
empty            1
full             1
Yosys cell counts (16+ instances only):
master,n,area share (%)
a221o_1,48,0.051
a211o_1,22,0.020
mux2_2,39,0.047
o2111ai_1,20,0.019
clkbuf_1,755,0.30
o211ai_1,70,0.056
a31oi_1,86,0.057
o22ai_1,290,0.19
nor2b_1,41,0.027
a32oi_1,73,0.068
nor3_1,85,0.045
nand2b_1,18,0.012
nand2_1,827,0.33
o21ai_0,348,0.19
buf_2,783,0.42
buf_1,213,0.085
mux4_2,5965,14
a21o_1,58,0.046
nand3_1,145,0.077
o31ai_1,28,0.022
o221ai_1,312,0.29
dfxtp_1,124,0.26
nor4_1,20,0.013
o32ai_1,24,0.022
o21ai_1,176,0.094
a21oi_1,736,0.39
a2111oi_0,35,0.033
o22a_1,16,0.015
buf_6,281,0.34
a32o_1,20,0.021
a221oi_1,462,0.43
nor2_1,614,0.24
a22o_1,38,0.035
buf_4,308,0.25
a222oi_1,45,0.048
nand4_1,19,0.013
a211oi_1,100,0.080
and3_1,34,0.023
and2_1,16,0.011
mux2i_1,2112,2.2
a311oi_1,20,0.019
inv_1,17,0.0068
a22oi_1,227,0.18
edfxtp_1,24600,78
worst max-delay path: cells and delay by family:
kind | cells | cell delay, ns
buf+inv | 7 | 3.04
simple gates | 2 | 1.55
power breakdown:
| group | leakage, nW | internal (mW) | switching [mW] |
|---|---|---|---|
| registers | 222 | 0.0793 | 0.0000374 |
| clock network | 38.3 | 0.0354 | 0.0282 |
| logic | 69.5 | 0.00350 | 0.00614 |
| total | 330 | 0.118 | 0.0344 |
through the flow:
step / hold slack (ns) / utilization (%)
2_1_floorplan: 0.435 / -
3_3_place_gp: 0.533 / 32.3
3_5_place_dp: 0.506 / 32.3
4_1_cts: 0.512 / 34.8
5_1_grt: 0.542 / 34.8
6_report: 0.512 / 34.9
Power figures rest on the tool's default switching activity, not on a simulated workload.
