**/design/flow/run.sh**
```bash
#!/bin/bash
# OpenROAD 26Q1-2900-gdf79404cd8, Yosys 0.63+post, stock flow scripts
make -C /OpenROAD-flow-scripts/flow DESIGN_CONFIG=/design/flow/config.mk WORK_HOME=/design/flow/orfs finish
```
**/design/flow/design.v**
```verilog
module Ubuffx8(
    input wire clk,
    input wire rst,    
    input wire last_input_in,
    input wire [64*8-1:0] word_in,
		input wire [7:0] word_in_valid,
    output reg [64*8-1:0] word_out, 
    output reg [7:0] valid_out
);
reg [2:0]		counter;
reg	[63:0]	update_buff [6:0];
integer i;
always @ (posedge clk) begin
	if (rst) begin
		counter <=0;
		word_out <=0;
		valid_out <=8'b00000000;
		for(i=0; i<7; i=i+1) begin 
			update_buff [i] <=0;            
		end
	end else begin		
		counter <= counter;				
		for(i=0; i<7; i=i+1) begin 
			update_buff [i] <= update_buff [i] ;            
		end
		word_out  <= 0;
		valid_out <= 8'b00000000;
		if(last_input_in) begin			
			valid_out	<= 	(counter == 0) ? 8'b00000000 :
										(counter == 1) ? 8'b10000000 :
										(counter == 2) ? 8'b11000000 :
										(counter == 3) ? 8'b11100000 :
										(counter == 4) ? 8'b11110000 :
										(counter == 5) ? 8'b11111000 :
										(counter == 6) ? 8'b11111100 : 8'b11111110;						   
			word_out	<= {update_buff[0],update_buff[1],update_buff[2],update_buff[3],update_buff[4],update_buff[5],update_buff[6], 64'h000000000000000};	
			counter		<= 0;
		end else begin								
			case(word_in_valid)					
				8'b10000000: begin                    
					if(counter<7) begin
					   counter <= counter +1;
					   update_buff[counter] <= word_in[511:448]; 
					   valid_out <= 8'b00000000;
					end else begin
					   counter <= 0;
					   valid_out <=8'b11111111;
					   word_out <= {update_buff[0],update_buff[1],update_buff[2],update_buff[3],update_buff[4],update_buff[5],update_buff[6], word_in[511:448]}; 
					end                        
				end
				8'b11000000: begin                    
				   if(counter<6) begin
					  counter <= counter +2;
					  valid_out <= 8'b00000000;
					  update_buff[counter]   <= word_in[511:448]; 
					  update_buff[counter+1] <= word_in[447:384]; 
				   end else if (counter==6) begin
					  counter <= 0;
					  valid_out <=8'b11111111;
					  word_out <= {update_buff[0],update_buff[1],update_buff[2],update_buff[3],update_buff[4],update_buff[5], word_in[511:384]};
				  end else begin
					  counter <= 1;
					  valid_out <= 8'b11111111;
					  word_out <= {update_buff[0],update_buff[1],update_buff[2],update_buff[3],update_buff[4],update_buff[5],update_buff[6], word_in[511:448]}; 
					  update_buff[0] <= word_in[447:384];       
				   end                       
			   end
			   8'b11100000: begin                    
				  if(counter<5) begin
					 counter <= counter +3;
					 valid_out <= 8'b00000000;
					 update_buff[counter]   <= word_in[511:448]; 
					 update_buff[counter+1] <= word_in[447:384]; 
					 update_buff[counter+2] <= word_in[383:320]; 
				  end else if (counter==5) begin
					 counter  	<= 0;
					 valid_out 	<= 8'b11111111;
					 word_out  	<= {update_buff[0],update_buff[1],update_buff[2],update_buff[3],update_buff[4], word_in[511:320]};
				 end else if (counter==6) begin
					 counter <= 1;
					 valid_out <= 8'b11111111;
					 word_out <= {update_buff[0],update_buff[1],update_buff[2],update_buff[3],update_buff[4],update_buff[5], word_in[511:384]};
					 update_buff[0] <= word_in[383:320];                             
				  end else begin
					 counter 	<= 2;
					 valid_out 	<=8'b11111111;
					 word_out 	<= {update_buff[0],update_buff[1],update_buff[2],update_buff[3],update_buff[4],update_buff[5],update_buff[6], word_in[511:448]};
					 update_buff[0] <= word_in[447:384]; 
					 update_buff[1] <= word_in[383:320]; 
				  end                                        
			   end
			   8'b11110000: begin                    
					 if(counter<4) begin
						counter <= counter +4;
						valid_out <= 8'b00000000;
						update_buff[counter]   <= word_in[511:448]; 
						update_buff[counter+1] <= word_in[447:384]; 
						update_buff[counter+2] <= word_in[383:320]; 
						update_buff[counter+3] <= word_in[319:256];
					 end else if (counter==4) begin
						counter <= 0;
						valid_out <=8'b11111111;
						word_out <= {update_buff[0],update_buff[1],update_buff[2],update_buff[3], word_in[511:256]};
					end else if (counter==5) begin
						counter <= 1;
						valid_out <=8'b11111111;
						word_out <= {update_buff[0],update_buff[1],update_buff[2],update_buff[3],update_buff[4],word_in[511:320]}; 
						update_buff[0] <= word_in[319:256];                                
					 end else if (counter==6) begin
						 counter <= 2;
						 valid_out <=8'b11111111;
						 word_out <= {update_buff[0],update_buff[1],update_buff[2],update_buff[3],update_buff[4],update_buff[5],word_in[511:384]};
						 update_buff[0] <= word_in[383:320]; 
						 update_buff[1] <= word_in[319:256];                   
					 end else begin
						counter <= 3;
						valid_out <=8'b11111111;
						word_out <= {update_buff[0],update_buff[1],update_buff[2],update_buff[3],update_buff[4],update_buff[5],update_buff[6],word_in[511:448]};
						update_buff[0] <= word_in[447:384]; 
						update_buff[1] <= word_in[383:320];  
						update_buff[2] <= word_in[319:256];
					 end                                        
			   end
			   8'b11111000: begin                    
					if(counter<3) begin
					   counter <= counter+5;
					   valid_out <= 8'b00000000;
					   update_buff[counter]   <= word_in[511:448]; 
					   update_buff[counter+1] <= word_in[447:384];
					   update_buff[counter+2] <= word_in[383:320];
					   update_buff[counter+3] <= word_in[319:256];
					   update_buff[counter+4] <= word_in[255:192];
					end else if (counter==3) begin
					   counter <= 0;
					   valid_out <=8'b11111111;
					   word_out <= {update_buff[0],update_buff[1],update_buff[2],word_in[511:192]};
				    end else if (counter==4) begin
					   counter <= 1;
					   valid_out <=8'b11111111;
					   word_out <= {update_buff[0],update_buff[1],update_buff[2],update_buff[3], word_in[511:256]}; 
					   update_buff[0] <= word_in[255:192];                                
					end else if (counter==5) begin
						counter <= 2;
						valid_out <=8'b11111111;
						word_out <= {update_buff[0],update_buff[1],update_buff[2],update_buff[3],update_buff[4], word_in[511:320]};
						update_buff[0] <= word_in[319:256];
						update_buff[1] <= word_in[255:192];           
					end else if (counter==6) begin
						counter   <= 3;
						valid_out <=8'b11111111;
						word_out <= {update_buff[0],update_buff[1],update_buff[2],update_buff[3],update_buff[4],update_buff[5], word_in[511:384]};
						update_buff[0] <= word_in[383:320];
						update_buff[1] <= word_in[319:256];
						update_buff[2] <= word_in[255:192];
					end else begin
					   counter <= 4;
					   valid_out <=8'b11111111;
					   word_out <= {update_buff[0],update_buff[1],update_buff[2],update_buff[3],update_buff[4],update_buff[5],update_buff[6],word_in[511:448]};
					   update_buff[0] <= word_in[447:384];
					   update_buff[1] <= word_in[383:320];
					   update_buff[2] <= word_in[319:256];
					   update_buff[3] <= word_in[255:192];
					end                                        
				end
				8'b11111100: begin                    
					if(counter<2) begin
					   counter <= counter+6;
					   valid_out <= 8'b00000000;
					   update_buff[counter]   <= word_in[511:448]; 
					   update_buff[counter+1] <= word_in[447:384];
					   update_buff[counter+2] <= word_in[383:320];
					   update_buff[counter+3] <= word_in[319:256];
					   update_buff[counter+4] <= word_in[255:192];
					   update_buff[counter+5] <= word_in[191:128];
					end else if (counter==2) begin
					   counter <= 0;
					   valid_out <=8'b11111111;
					   word_out <= {update_buff[0],update_buff[1], word_in[511:128]};                                                                       
					end else if (counter==3) begin
					   counter <= 1;
					   valid_out <=8'b11111111;
					   word_out <= {update_buff[0],update_buff[1],update_buff[2], word_in[511:192]}; 
					   update_buff[0] <= word_in[191:128];                                
					end else if (counter==4) begin
						counter <= 2;
						valid_out <=8'b11111111;
						word_out <= {update_buff[0],update_buff[1],update_buff[2],update_buff[3], word_in[511:256]};
						update_buff[0] <= word_in[255:192];
						update_buff[1] <= word_in[191:128];                                             
					end else if (counter==5) begin
						counter   <= 3;
						valid_out <=8'b11111111;
						word_out <= {update_buff[0],update_buff[1],update_buff[2],update_buff[3],update_buff[4], word_in[511:320]};
						update_buff[0] <= word_in[319:256];
						update_buff[1] <= word_in[255:192];
						update_buff[2] <= word_in[191:128];
					end else if (counter==6) begin
					   counter 		<= 4;
					   valid_out 	<=8'b11111111;
					   word_out 	<= {update_buff[0],update_buff[1],update_buff[2],update_buff[3],update_buff[4],update_buff[5], word_in[511:384]};
					   update_buff[0] <= word_in[383:320];
					   update_buff[1] <= word_in[319:256];
					   update_buff[2] <= word_in[255:192];   
					   update_buff[3] <= word_in[191:128];
					end else begin
					   counter 		<= 5;
					   valid_out 	<=8'b11111111;
					   word_out 	<= {update_buff[0],update_buff[1],update_buff[2],update_buff[3],update_buff[4],update_buff[5],update_buff[6],word_in[511:448]};
					   update_buff[0] <= word_in[447:384];
					   update_buff[1] <= word_in[383:320];
					   update_buff[2] <= word_in[319:256];
					   update_buff[3] <= word_in[255:192];  
					   update_buff[4] <= word_in[191:128];
					end                                        
				end
				8'b11111110: begin                    
					if(counter==0) begin
					   counter <= counter+7;
					   valid_out <= 8'b00000000;
					   update_buff[counter]   <= word_in[511:448]; 
					   update_buff[counter+1] <= word_in[447:384];
					   update_buff[counter+2] <= word_in[383:320];
					   update_buff[counter+3] <= word_in[319:256];
					   update_buff[counter+4] <= word_in[255:192];
					   update_buff[counter+5] <= word_in[191:128];
					   update_buff[counter+6] <= word_in[127:64];
					end else if (counter==1) begin
					   counter <= 0;
					   valid_out <=8'b11111111;
					   word_out <= {update_buff[0], word_in[511:64]};                                                                       
					end else if (counter==2) begin
					   counter <= 1;
					   valid_out <=8'b11111111;
					   word_out <= {update_buff[0],update_buff[1], word_in[511:128]}; 
					   update_buff[0] <= word_in[127:64];                        
					end else if (counter==3) begin
						counter <= 2;
						valid_out <=8'b11111111;
						word_out <= {update_buff[0],update_buff[1],update_buff[2],word_in[511:192]};
						update_buff[0] <= word_in[191:128];
						update_buff[1] <= word_in[127:64];                                          
					end else if (counter==4) begin
						counter   <= 3;
						valid_out <=8'b11111111;
						word_out <= {update_buff[0],update_buff[1],update_buff[2],update_buff[3], word_in[511:256]};
						update_buff[0] <= word_in[255:192];
						update_buff[1] <= word_in[191:128];
						update_buff[2] <= word_in[127:64];                       
					end else if (counter==5) begin
					   counter <= 4;
					   valid_out <=8'b11111111;
					   word_out <= {update_buff[0],update_buff[1],update_buff[2],update_buff[3],update_buff[4], word_in[511:320]};                           
					   update_buff[0] <= word_in[319:256];
					   update_buff[1] <= word_in[255:192];
					   update_buff[2] <= word_in[191:128];
					   update_buff[3] <= word_in[127:64];       
					end else if (counter==6) begin
						  counter <= 5;
						  valid_out <=8'b11111111;
						  word_out <= {update_buff[0],update_buff[1],update_buff[2],update_buff[3],update_buff[4],update_buff[5], word_in[511:384]};
						  update_buff[0] <= word_in[383:320];
						  update_buff[1] <= word_in[319:256];
						  update_buff[2] <= word_in[255:192];
						  update_buff[3] <= word_in[191:128];
						  update_buff[4] <= word_in[127:64];          
					end else begin
					   counter <= 6;
					   valid_out <=8'b11111111;
					   word_out <= {update_buff[0],update_buff[1],update_buff[2],update_buff[3],update_buff[4],update_buff[5],update_buff[6],word_in[511:448]};
					   update_buff[0] <= word_in[447:384];
					   update_buff[1] <= word_in[383:320];
					   update_buff[2] <= word_in[319:256];
					   update_buff[3] <= word_in[255:192];
					   update_buff[4] <= word_in[191:128];
					   update_buff[5] <= word_in[127:64];     
				   end                                        
				end
				default: begin                    											   
					valid_out <=8'b11111111;
					word_out <= word_in;					                                          
				end						
			endcase	
		end  
	end         
end
endmodule
```
**/design/flow/constraint.sdc**
```tcl
current_design Ubuffx8

set clk_period 65.6
set clk_io_pct 0.2

create_clock -name clk0 -period $clk_period [get_ports {clk}]

set non_clock_inputs [all_inputs -no_clocks]
set_input_delay [expr $clk_period * $clk_io_pct] -clock clk0 $non_clock_inputs
set_output_delay [expr $clk_period * $clk_io_pct] -clock clk0 [all_outputs]
```
**/design/flow/config.mk**
```make
export PLATFORM = sky130hd
export DESIGN_NAME = Ubuffx8
export DESIGN_NICKNAME = Ubuffx8
export VERILOG_FILES = /design/flow/design.v
export SDC_FILE = /design/flow/constraint.sdc
export NUM_CORES = 4
export LEC_CHECK = 1
export CORE_UTILIZATION = 40
```
==> results_slide.txt <==
Key Metrics from the Run

Logic synthesis
  • Ys flop type: dfxtp_1
  • Synthesized area per cell: a little under 7 um2
  • Yosys cell count: 15300
  • Synth flops: 971
  • Post-synthesis mux area share: approximately 3%
  • Synth area leader: edfxtp_1
  • YS warnings: 1
  • Adders+Majority by Area: less than 1%
  • Number of synthesized flops with an enable pin: about 450
  • Post-synthesis async set-or-reset flop share: 0%
  • Netlist Area Pre-Place: just over 100000 um2
  • Yosys Chip Area: a little over 100000 um2
  • Syn Inst Count: roughly 15000
  • Cell area leaders: edfxtp_1 (13%), dfxtp_1 (10%), a21oi_1 (9.0%)
  • Ao+oa area frac: between 40% and 50%
  • Synth Area in Simple Gates: approximately a fifth
  • Synth logic family: AND-OR/OR-AND gates
  • Sequential-to-total area share from yosys stat: 23.3%
  • XORs/XNORs by Area: less than 1%
  • Post-synth cell types: 98
  • Top-area cell share: 13.1%

Place
  • Routability Congestion: about 1.4
  • Port Buffers: 1042
  • Post-DP HPWL: around 750000 um

Clocking
  • Post_cts resized: 0
  • Max Root-Sink Buffers: 3
  • Sink Count: a little under 1000
  • H-tree lvl count: 4
  • Postcts setup bufs: 0
  • Cts bufs inserted: between 100 and 150
  • Hold-fix buffers, CTS: 0
  • Root Driver: clkbuf_16

Global route
  • Vias in the first global route: between 150k and 200k
  • Total track usage: a little over nine tenths
  • Largest net degree at the start of global routing: approximately 110
  • Global-route wire length before repair: ~1700000 um
  • GRT overflow: slightly below 3000

Floorplan
  • Row cnt: ~190
  • Die Span X: 509 um
  • Fp util: 40.3%
  • Die Ht: 509 um
  • IO Pins: ~1000

Run status
  • Last stage: 5_1_grt
  • Status: did not finish
  • Error msg: [ERROR GRT-0116] Global routing finished with congestion. Check the congestion regions in the DRC Viewer.
==> synth_stat cells, drive strengths merged (17+ instances only) <==
library cell	instances
a2111oi	17
a211o	80
a211oi	196
a21o	36
a21oi	1849
a221o	183
a221oi	682
a222oi	237
a22o	54
a22oi	414
a2bb2oi	61
a311oi	48
a31oi	215
and2	35
and3	62
buf	324
clkbuf	2058
dfxtp	523
edfxtp	448
inv	32
mux2i	310
nand2	1860
nand2b	21
nand3	332
nand4	71
nor2	1744
nor2b	63
nor3	331
nor4	60
o2111ai	84
o211ai	324
o21a	43
o21ai	1256
o221a	74
o221ai	329
o22a	78
o22ai	389
o31a	23
o31ai	66
or3	83
or4	19
==> metal layers <==
metal	track usage [%]	GRT overflow
met5	85.4	74
met1	94.3	420
met3	91.6	642
met4	92.5	866
met2	98.2	907
==> cells by family after synthesis <==
group | count (synthesis)
xor+xnor | 2
fa+ha+maj | 11
buf+inv | 2417
simple gates | 4731
flops | 971
compound gates | 6843
mux | 313
==> per-stage QoR <==
stage | hold WS, ns | power [mW] | instances | setup WS (ns) | area [um2]
detailed placement | 0.437 | 1.21 | 18500 | 46.70 | 119000
CTS | 0.456 | 2.00 | 18800 | 47.53 | 124000
global placement | 0.437 | 1.22 | 18500 | 46.66 | 119000
floorplan | 0.418 | 0.864 | 15300 | 47.52 | 103000
Power and IR drop assume default switching activity.
