==> flow/design.v <==
module bcrx8 # (parameter EDGE_W = 96, parameter Bank_Num_W = 5)
(
	input wire 					clk,	
	input wire					rst,
	input wire					input_valid,
	input wire	[EDGE_W*8-1:0]	input_data,
	output reg 	[EDGE_W-1:0]	output_data0,
	output reg					output_valid0,
	output reg 	[EDGE_W-1:0]	output_data1,
	output reg					output_valid1,	
	output reg 	[EDGE_W-1:0]	output_data2,
	output reg					output_valid2,
	output reg 	[EDGE_W-1:0]	output_data3,
	output reg					output_valid3,	
	output reg 	[EDGE_W-1:0]	output_data4,
	output reg					output_valid4,
	output reg 	[EDGE_W-1:0]	output_data5,
	output reg					output_valid5,	
	output reg 	[EDGE_W-1:0]	output_data6,
	output reg					output_valid6,
	output reg 	[EDGE_W-1:0]	output_data7,
	output reg					output_valid7,
	output reg					inc
);
reg	data0_outputed;
reg	data1_outputed;
reg	data2_outputed;
reg	data3_outputed;
reg	data4_outputed;
reg	data5_outputed;
reg	data6_outputed;
reg	data7_outputed;
wire [EDGE_W-1:0] data0;
wire [EDGE_W-1:0] data1;
wire [EDGE_W-1:0] data2;
wire [EDGE_W-1:0] data3;
wire [EDGE_W-1:0] data4;
wire [EDGE_W-1:0] data5;
wire [EDGE_W-1:0] data6;
wire [EDGE_W-1:0] data7;
assign	data0 = input_data[EDGE_W-1:0];
assign	data1 = input_data[EDGE_W*2-1:EDGE_W*1];
assign	data2 = input_data[EDGE_W*3-1:EDGE_W*2];
assign	data3 = input_data[EDGE_W*4-1:EDGE_W*3];
assign	data4 = input_data[EDGE_W*5-1:EDGE_W*4];
assign	data5 = input_data[EDGE_W*6-1:EDGE_W*5];
assign	data6 = input_data[EDGE_W*7-1:EDGE_W*6];
assign	data7 = input_data[EDGE_W*8-1:EDGE_W*7];
wire conflict01, conflict02, conflict03, conflict04, conflict05, conflict06, conflict07;
wire conflict12, conflict13, conflict14, conflict15, conflict16, conflict17;
wire conflict23, conflict24, conflict25, conflict26, conflict27;
wire conflict34, conflict35, conflict36, conflict37;
wire conflict45, conflict46, conflict47;
wire conflict56, conflict57;
wire conflict67;
wire conflict_free;
assign conflict01 = (data0[Bank_Num_W-1:0] == data1[Bank_Num_W-1:0]) || (data0[31+Bank_Num_W:32] == data1[31+Bank_Num_W:32]);
assign conflict02 = (data0[Bank_Num_W-1:0] == data2[Bank_Num_W-1:0]) || (data0[31+Bank_Num_W:32] == data2[31+Bank_Num_W:32]);
assign conflict03 = (data0[Bank_Num_W-1:0] == data3[Bank_Num_W-1:0]) || (data0[31+Bank_Num_W:32] == data3[31+Bank_Num_W:32]);
assign conflict04 = (data0[Bank_Num_W-1:0] == data4[Bank_Num_W-1:0]) || (data0[31+Bank_Num_W:32] == data4[31+Bank_Num_W:32]);
assign conflict05 = (data0[Bank_Num_W-1:0] == data5[Bank_Num_W-1:0]) || (data0[31+Bank_Num_W:32] == data5[31+Bank_Num_W:32]);
assign conflict06 = (data0[Bank_Num_W-1:0] == data6[Bank_Num_W-1:0]) || (data0[31+Bank_Num_W:32] == data6[31+Bank_Num_W:32]);
assign conflict07 = (data0[Bank_Num_W-1:0] == data7[Bank_Num_W-1:0]) || (data0[31+Bank_Num_W:32] == data7[31+Bank_Num_W:32]);
assign conflict12 = (data1[Bank_Num_W-1:0] == data2[Bank_Num_W-1:0]) || (data1[31+Bank_Num_W:32] == data2[31+Bank_Num_W:32]);
assign conflict13 = (data1[Bank_Num_W-1:0] == data3[Bank_Num_W-1:0]) || (data1[31+Bank_Num_W:32] == data3[31+Bank_Num_W:32]);
assign conflict14 = (data1[Bank_Num_W-1:0] == data4[Bank_Num_W-1:0]) || (data1[31+Bank_Num_W:32] == data4[31+Bank_Num_W:32]);
assign conflict15 = (data1[Bank_Num_W-1:0] == data5[Bank_Num_W-1:0]) || (data1[31+Bank_Num_W:32] == data5[31+Bank_Num_W:32]);
assign conflict16 = (data1[Bank_Num_W-1:0] == data6[Bank_Num_W-1:0]) || (data1[31+Bank_Num_W:32] == data6[31+Bank_Num_W:32]);
assign conflict17 = (data1[Bank_Num_W-1:0] == data7[Bank_Num_W-1:0]) || (data1[31+Bank_Num_W:32] == data7[31+Bank_Num_W:32]);
assign conflict23 = (data2[Bank_Num_W-1:0] == data3[Bank_Num_W-1:0]) || (data2[31+Bank_Num_W:32] == data3[31+Bank_Num_W:32]);
assign conflict24 = (data2[Bank_Num_W-1:0] == data4[Bank_Num_W-1:0]) || (data2[31+Bank_Num_W:32] == data4[31+Bank_Num_W:32]);
assign conflict25 = (data2[Bank_Num_W-1:0] == data5[Bank_Num_W-1:0]) || (data2[31+Bank_Num_W:32] == data5[31+Bank_Num_W:32]);
assign conflict26 = (data2[Bank_Num_W-1:0] == data6[Bank_Num_W-1:0]) || (data2[31+Bank_Num_W:32] == data6[31+Bank_Num_W:32]);
assign conflict27 = (data2[Bank_Num_W-1:0] == data7[Bank_Num_W-1:0]) || (data2[31+Bank_Num_W:32] == data7[31+Bank_Num_W:32]);
assign conflict34 = (data3[Bank_Num_W-1:0] == data4[Bank_Num_W-1:0]) || (data3[31+Bank_Num_W:32] == data4[31+Bank_Num_W:32]);
assign conflict35 = (data3[Bank_Num_W-1:0] == data5[Bank_Num_W-1:0]) || (data3[31+Bank_Num_W:32] == data5[31+Bank_Num_W:32]);
assign conflict36 = (data3[Bank_Num_W-1:0] == data6[Bank_Num_W-1:0]) || (data3[31+Bank_Num_W:32] == data6[31+Bank_Num_W:32]);
assign conflict37 = (data3[Bank_Num_W-1:0] == data7[Bank_Num_W-1:0]) || (data3[31+Bank_Num_W:32] == data7[31+Bank_Num_W:32]);
assign conflict45 = (data4[Bank_Num_W-1:0] == data5[Bank_Num_W-1:0]) || (data4[31+Bank_Num_W:32] == data5[31+Bank_Num_W:32]);
assign conflict46 = (data4[Bank_Num_W-1:0] == data6[Bank_Num_W-1:0]) || (data4[31+Bank_Num_W:32] == data6[31+Bank_Num_W:32]);
assign conflict47 = (data4[Bank_Num_W-1:0] == data7[Bank_Num_W-1:0]) || (data4[31+Bank_Num_W:32] == data7[31+Bank_Num_W:32]);
assign conflict56 = (data5[Bank_Num_W-1:0] == data6[Bank_Num_W-1:0]) || (data5[31+Bank_Num_W:32] == data6[31+Bank_Num_W:32]);
assign conflict57 = (data5[Bank_Num_W-1:0] == data7[Bank_Num_W-1:0]) || (data5[31+Bank_Num_W:32] == data7[31+Bank_Num_W:32]);
assign conflict67 = (data6[Bank_Num_W-1:0] == data7[Bank_Num_W-1:0]) || (data6[31+Bank_Num_W:32] == data7[31+Bank_Num_W:32]);
assign conflict_free =(~conflict01 && ~conflict02 && ~conflict03 && ~conflict04 && ~conflict05 && ~conflict06 && ~conflict07 && 
					   ~conflict12 && ~conflict13 && ~conflict14 && ~conflict15 && ~conflict16 && ~conflict17 &&  
					   ~conflict23 && ~conflict24 && ~conflict25 && ~conflict26 && ~conflict27 &&
					   ~conflict34 && ~conflict35 && ~conflict36 && ~conflict37 &&
					   ~conflict45 && ~conflict46 && ~conflict47 && ~conflict56 && ~conflict57 && ~conflict67);
wire valid0, valid1, valid2, valid3, valid4, valid5, valid6, valid7, inc_wire;
assign	inc_wire = ~input_valid ? 1'b0 :
			   (valid0 || data0_outputed) && (valid1 || data1_outputed) && (valid2 || data2_outputed)&&(valid3 || data3_outputed) && (valid4 || data4_outputed) && (valid5 || data5_outputed) && (valid6 || data6_outputed)	
			   && (valid7 || data7_outputed) ? 1'b1 :
			   conflict_free ? 1'b1 : 1'b0;	 
assign	valid0 = input_valid && ~data0_outputed;
assign	valid1 = input_valid && ~data1_outputed && (~valid0 || (valid0 && ~conflict01));
assign	valid2 = input_valid && ~data2_outputed && (~valid0 || (valid0 && ~conflict02)) && (~valid1 || (valid1 && ~conflict12));
assign	valid3 = input_valid && ~data3_outputed && (~valid0 || (valid0 && ~conflict03)) && (~valid1 || (valid1 && ~conflict13)) && (~valid2 || (valid2 && ~conflict23));
assign	valid4 = input_valid && ~data4_outputed && (~valid0 || (valid0 && ~conflict04)) && (~valid1 || (valid1 && ~conflict14)) && (~valid2 || (valid2 && ~conflict24)) && (~valid3 || (valid3 && ~conflict34));
assign	valid5 = input_valid && ~data5_outputed && (~valid0 || (valid0 && ~conflict05)) && (~valid1 || (valid1 && ~conflict15)) && (~valid2 || (valid2 && ~conflict25)) && (~valid3 || (valid3 && ~conflict35))
			 && (~valid4 || (valid4 && ~conflict45));
assign	valid6 = input_valid && ~data6_outputed && (~valid0 || (valid0 && ~conflict06)) && (~valid1 || (valid1 && ~conflict16)) && (~valid2 || (valid2 && ~conflict26)) && (~valid3 || (valid3 && ~conflict36))
			 && (~valid4 || (valid4 && ~conflict46)) && (~valid5 || (valid5 && ~conflict56));		 
assign	valid7 = input_valid && ~data7_outputed && (~valid0 || (valid0 && ~conflict07)) && (~valid1 || (valid1 && ~conflict17)) && (~valid2 || (valid2 && ~conflict27)) && (~valid3 || (valid3 && ~conflict37))
			 && (~valid4 || (valid4 && ~conflict47)) && (~valid5 || (valid5 && ~conflict57)) && (~valid6 || (valid6 && ~conflict67));			 
always @(posedge clk) begin
	if(rst) begin
		output_data0 	<= 1'b0;		 
		output_data1 	<= 1'b0;
		output_data2 	<= 1'b0;		 
		output_data3 	<= 1'b0;
		output_data4 	<= 1'b0;		 
		output_data5 	<= 1'b0;
		output_data6 	<= 1'b0;		 
		output_data7 	<= 1'b0;
		output_valid0 	<= 1'b0;
		output_valid1	<= 1'b0;
		output_valid2 	<= 1'b0;
		output_valid3	<= 1'b0;
		output_valid4 	<= 1'b0;
		output_valid5	<= 1'b0;
		output_valid6 	<= 1'b0;
		output_valid7	<= 1'b0;
		data0_outputed 	<= 1'b0;
		data1_outputed  <= 1'b0;
		data2_outputed 	<= 1'b0;
		data3_outputed  <= 1'b0;
		data4_outputed 	<= 1'b0;
		data5_outputed  <= 1'b0;
		data6_outputed 	<= 1'b0;
		data7_outputed  <= 1'b0;
	end else begin 	
		output_data0 <= data0;
		output_data1 <= data1;
		output_data2 <= data2;
		output_data3 <= data3;
		output_data4 <= data4;
		output_data5 <= data5;
		output_data6 <= data6;
		output_data7 <= data7;		
		if(input_valid) begin
			inc			 	<= inc_wire;
			output_valid0 	<= valid0;
			output_valid1 	<= valid1;
			output_valid2 	<= valid2;
			output_valid3 	<= valid3;
			output_valid4 	<= valid4;
			output_valid5 	<= valid5;
			output_valid6 	<= valid6;
			output_valid7 	<= valid7;
			data0_outputed  <= inc_wire ? 1'b0 : valid0   ? 1'b1 : data0_outputed;
			data1_outputed  <= inc_wire ? 1'b0 : valid1   ? 1'b1 : data1_outputed;
			data2_outputed  <= inc_wire ? 1'b0 : valid2   ? 1'b1 : data2_outputed;
			data3_outputed  <= inc_wire ? 1'b0 : valid3   ? 1'b1 : data3_outputed;
			data4_outputed  <= inc_wire ? 1'b0 : valid4   ? 1'b1 : data4_outputed;
			data5_outputed  <= inc_wire ? 1'b0 : valid5   ? 1'b1 : data5_outputed;
			data6_outputed  <= inc_wire ? 1'b0 : valid6   ? 1'b1 : data6_outputed;
			data7_outputed  <= inc_wire ? 1'b0 : valid7   ? 1'b1 : data7_outputed;			
		end else begin   
			output_valid0 	<= 1'b0;
			output_valid1	<= 1'b0;
			output_valid2 	<= 1'b0;
			output_valid3	<= 1'b0;
			output_valid4 	<= 1'b0;
			output_valid5	<= 1'b0;
			output_valid6 	<= 1'b0;
			output_valid7	<= 1'b0;
			data0_outputed 	<= data0_outputed;
			data1_outputed  <= data1_outputed;
			data2_outputed 	<= data2_outputed;
			data3_outputed  <= data3_outputed;
			data4_outputed 	<= data4_outputed;
			data5_outputed  <= data5_outputed;
			data6_outputed 	<= data6_outputed;
			data7_outputed  <= data7_outputed;
			inc				<= 1'b0;
		end
	end
end
endmodule
==> flow/run.sh <==
#!/bin/bash
# OpenROAD 26Q1-2900-gdf79404cd8, Yosys 0.63+post, stock flow scripts
make -C /OpenROAD-flow-scripts/flow DESIGN_CONFIG=/design/flow/config.mk WORK_HOME=/design/flow/orfs finish
==> flow/config.mk <==
export PLATFORM = sky130hd
export DESIGN_NAME = bcrx8
export DESIGN_NICKNAME = bcrx8
export VERILOG_FILES = /design/flow/design.v
export SDC_FILE = /design/flow/constraint.sdc
export NUM_CORES = 4
export LEC_CHECK = 1
export CORE_AREA = 10 10 591 591
export DIE_AREA = 0 0 601 601
==> flow/constraint.sdc <==
current_design bcrx8

set clk_period 6.8
set clk_io_pct 0.2

create_clock -name clk0 -period $clk_period [get_ports {clk}]

set non_clock_inputs [all_inputs -no_clocks]
set_input_delay [expr $clk_period * $clk_io_pct] -clock clk0 $non_clock_inputs
set_output_delay [expr $clk_period * $clk_io_pct] -clock clk0 [all_outputs]
==> flow_metrics.tcl <==
# flow metrics
set metrics [dict create \
    die.size.y_um 601 \
    synth_area_mm2 0.0250 \
    drive_gt1_share_pct 6.65 \
    async_flop_share_pct 0 \
    drtPass1Iterations 5 \
    yosys_cells 2195 \
    yosys.area.top_type_share_pct 62.9 \
    ff_type "dfxtp_1" \
    slew_headroom_pct -12.2 \
    dieArea_mm2 0.361 \
    largest_area_cell "dfxtp_1" \
    irDropWorstVdd_mv 0.290 \
    post-place-ws_ns 1.40 \
    io_pins 1548 \
    crit_chain "clkdlybuf4s50_1 > xnor2_1 > nand3_1 > nor3_2 > buf_6 > a31oi_1 > inv_1 > a211oi_4 > a31oi_2 > a2111oi_4 > and2_1" \
    period_used_pct 66.7 \
    cp_num_buf_inv 3 \
    grt_max_degree 123 \
    gr-usage-all-layers_pct 14.3 \
    worstMarginPinSlew_ns 1.68 \
    vias 21900 \
    yosys-top-cells-count "dfxtp_1, nor2b_1, xnor2_1, xor2_1, clkbuf_1" \
    numCtsBuffers 108 \
    root_buffer "clkbuf_16" \
    syn_to_final_growth_pct 99.0 \
    grt_pass1_wl_mm 316 \
    fmax_ghz 0.220 \
    n_fill_cell 37700 \
    p_leak_uw 0.0173 \
    outcome "finished, violations left" \
    rsz0062_at_grt "no" \
    setup-violations-final 0 \
    core-area_mm2 0.336 \
    layout_setup_ws_ns 2.26 \
    synth_warnings 1 \
    die_width_um 601 \
    path_max_fanout 9 \
    drc 0 \
    fin_worst_skew_ns 0.0367 \
    yosys_area_mm2 0.0250 \
    clkTransAtPathRegs_ns 0.06 \
    drt-initial-drc-count 1060 \
    start_kind "input port" \
    violations "capacitance limit, slew limit" \
    cp.arrival_ns 5.23 \
    powerDensity_mw_per_mm2 264 \
    ant_nets 0 \
    fin_crit_ns 4.54 \
    final-hold-violation-count 0 \
    holdWs_ns 0.561 \
    setup_tns_ns 0 \
    ys_ff 785 \
    tool_warnings 28 \
    critical_path_required_ns 7.49 \
    place_congestion 0.979 \
    synth.distinct_cells 51 \
    grt_remaining_overflow 0 \
    crit_path_max_incr_delay_ns 0.81 \
    slew_viol_final 4 \
    cp-end-kind "flop" \
    drt-total-wl_mm 263 \
    top_cells_by_area "dfxtp_1, nor2b_1, xnor2_1" \
    cpMaxStageDelayCell "clkdlybuf4s50_1" \
    synthCells 2195 \
    final_cells 8369 \
    placementRows 213 \
    wl_per_cell_um 31.4 \
    h-tree-depth 3 \
    path_delay_family "AND-OR/OR-AND gates" \
    clkSinkCount 785 \
    cts_resized 0 \
    postSynthAreaPerCell_um2 11.4 \
    cts_setup_buffers 0 \
    grt_antenna_before_repair 196 \
    dp.cells 8134 \
    clockBufferDepth 4 \
    cts_hold_buf 0 \
    port_buffers 1547 \
    max_cap_violations 2 \
    worst-setup-path-type "in -> reg" \
    edf_count 1 \
    vias_per_cell 2.61 \
    fp_util_pct 7.42 \
    cts_tree "built" \
    min_path_type "reg -> reg" \
    yosysMostFrequentCell "dfxtp_1" \
    insertion_delay_ns 0.86 \
    post-dp-hpwl_mm 232 \
    ys_seq_share_pct 63.0 \
    grt_pass1_vias 22700 \
]
-- power breakdown --
group          internal (uW)  switching (uW)  total, uW
combinational           1020             896       1920
clock                   3710            2510       6230
sequential              4850            91.3       4950
-- cells by family after synthesis --
logic type,count (synthesis),synth area share (%)
simple gates,898,22.1
flops,785,63.0
xor+xnor,280,9.82
buf+inv,175,3.07
compound gates,57,2.06
-- registers in the layout, summed over array words and instances, names as in the netlist, 96 cells and up --
register,count
output_data6,96
output_data2,96
output_data1,96
output_data3,96
output_data5,96
output_data4,96
output_data7,96
output_data0,96
-- per-layer routing --
metal  track usage, %  share of wire [%]  vias up
li1                 -                  -     9901
met1             14.6                 34    10200
met2             23.5                 47     1239
met3             9.37                 14      490
met4             4.61                4.5       56
met5                0               0.13        -
-- cells in the final DEF, fill, tap and decap left out, types with 17 or more instances in the layout --
cell type / Yosys / final
diode_2: 0 / 37
nor3_1: 39 / 28
clkbuf_1: 108 / 18
xnor2_1: 158 / 158
buf_4: 9 / 42
clkinv_2: 0 / 17
nand3_1: 43 / 43
clkbuf_16: 0 / 108
clkdlybuf4s50_1: 0 / 1546
nor2b_1: 771 / 771
dfxtp_1: 784 / 784
xor2_1: 122 / 122
-- stage by stage --
step,total power [uW],area [um^2],util (%)
2_1_floorplan,5420,25000,-
3_3_place_gp,7030,45800,13.6
3_5_place_dp,7010,45800,13.6
4_1_cts,13400,49600,14.7
5_1_grt,13600,49700,14.8
6_report,13100,49700,14.8
-- final cells by class --
type / instances / area (um^2) / share of cell area [%]
Clock buffer: 142 / 2990 / 6.02
Multi-Input combinational cell: 1235 / 8540 / 17.2
Tap cell: 4515 / 5650 / 11.4
Inverter: 7 / 26.3 / 0.0529
Sequential cell: 785 / 15700 / 31.7
Clock inverter: 56 / 797 / 1.60
Timing Repair Buffer: 1592 / 15900 / 31.9
Antenna cell: 37 / 92.6 / 0.186
-- final timing paths --
| kind | startpoint | endpoint | slack, ns | depth (start not counted) |
|---|---|---|---|---|
| hold reg to reg | data3_outputed | data3_outputed | 0.56 | 2 |
| hold / removal | data3_outputed | data3_outputed | 0.56 | 2 |
| setup reg to reg | data0_outputed | inc | 3.19 | 9 |
| setup / recovery | input_data[322] | inc | 2.26 | 11 |
-- worst register-to-register path, stage by stage (launching register included) --
cell and delay [ns]:
dfxtp_1 0.48, buf_4 0.29, nor3_1 0.28, nand4_1 0.67, and4b_1 0.54, o211a_1 0.13, nand3_1 0.17, a31oi_2 0.14
a2111oi_4 0.56, and2_1 0.22
Power and IR drop assume default switching activity.
