$ cat /design/flow/run.sh
#!/bin/bash
# OpenROAD 26Q1-2900-gdf79404cd8, Yosys 0.63+post, stock flow scripts
make -C /OpenROAD-flow-scripts/flow DESIGN_CONFIG=/design/flow/config.mk WORK_HOME=/design/flow/orfs finish
$ cat /design/flow/config.mk
export PLATFORM = sky130hd
export DESIGN_NAME = seout
export DESIGN_NICKNAME = seout
export VERILOG_FILES = /design/flow/design.v
export SDC_FILE = /design/flow/constraint.sdc
export NUM_CORES = 4
export LEC_CHECK = 1
export CORE_UTILIZATION = 40
$ cat /design/flow/constraint.sdc
current_design seout

set clk_period 40.8
set clk_io_pct 0.2

create_clock -name clk0 -period $clk_period [get_ports {clk}]

set non_clock_inputs [all_inputs -no_clocks]
set_input_delay [expr $clk_period * $clk_io_pct] -clock clk0 $non_clock_inputs
set_output_delay [expr $clk_period * $clk_io_pct] -clock clk0 [all_outputs]
$ cat /design/flow/design.v
module seout (
	input wire clk,
	input wire rst,
	input wire [63:0]	input_update0,
	input wire [63:0]	input_update1,
	input wire [63:0]	input_update2,
	input wire [63:0]	input_update3,
	input wire [63:0]	input_update4,
	input wire [63:0]	input_update5,
	input wire [63:0]	input_update6,
	input wire [63:0]	input_update7,	
	input wire input_valid0,
	input wire input_valid1,
	input wire input_valid2,
	input wire input_valid3,
	input wire input_valid4,
	input wire input_valid5,
	input wire input_valid6,
	input wire input_valid7,
	output reg	[63:0]	output_word,
	output reg	output_valid,
	output reg 	se_stall_request
);
	reg [63:0] 	update_buff 		[7:0];
	reg [0:0] 	update_valid_buff 	[7:0];
	always @(posedge clk) begin
        if (rst) begin
			update_buff[0] <= 0;
			update_buff[1] <= 0;
			update_buff[2] <= 0;
			update_buff[3] <= 0;
			update_buff[4] <= 0;
			update_buff[5] <= 0;
			update_buff[6] <= 0;
			update_buff[7] <= 0;
			update_valid_buff[0] <= 0;
			update_valid_buff[1] <= 0;
			update_valid_buff[2] <= 0;
			update_valid_buff[3] <= 0;
			update_valid_buff[4] <= 0;
			update_valid_buff[5] <= 0;
			update_valid_buff[6] <= 0;
			update_valid_buff[7] <= 0;
        end	else begin			
			update_buff[0] <= input_update0;
			update_buff[1] <= input_update1;
			update_buff[2] <= input_update2;
			update_buff[3] <= input_update3;
			update_buff[4] <= input_update4;
			update_buff[5] <= input_update5;
			update_buff[6] <= input_update6;
			update_buff[7] <= input_update7;
			update_valid_buff[0] <= input_valid0;
			update_valid_buff[1] <= input_valid1;
			update_valid_buff[2] <= input_valid2;
			update_valid_buff[3] <= input_valid3;
			update_valid_buff[4] <= input_valid4;
			update_valid_buff[5] <= input_valid5;
			update_valid_buff[6] <= input_valid6;
			update_valid_buff[7] <= input_valid7;			
			output_word <= update_buff[0];
            case({update_valid_buff[0], update_valid_buff[1], update_valid_buff[2], update_valid_buff[3], update_valid_buff[4], update_valid_buff[5], update_valid_buff[6], update_valid_buff[7]}) 
				8'b00000000: begin					
					output_valid <= 0;					
					se_stall_request <= 0;
				end
				8'b10000000: begin					
					output_valid <= 1;
					se_stall_request <= 0;
				end
				default:begin					
					output_valid <= 1;
					update_buff[0] <= update_buff[1];
					update_valid_buff[0] <= update_valid_buff[1];
					update_buff[1] <= update_buff[2];
					update_valid_buff[1] <= update_valid_buff[2];
					update_buff[2] <= update_buff[3];
					update_valid_buff[2] <= update_valid_buff[3];
					update_buff[3] <= update_buff[4];
					update_valid_buff[3] <= update_valid_buff[4];
					update_buff[4] <= update_buff[5];
					update_valid_buff[4] <= update_valid_buff[5];
					update_buff[5] <= update_buff[6];
					update_valid_buff[5] <= update_valid_buff[6];
					update_buff[6] <= update_buff[7];
					update_valid_buff[6] <= update_valid_buff[7];
					update_valid_buff[7] <= 0;
					se_stall_request <= 1;
				end
			endcase
        end
    end	
endmodule
==> flow_metrics.env <==
# yosys + openroad results
export IMPL_vias=18100
export IMPL_final_common_cell="clkdlybuf4s50_1"
export IMPL_port_buffers=587
export IMPL_antenna_left=0
export IMPL_grt_pass1_wl_um=107000
export IMPL_grt_max_degree=192
export IMPL_crit_path_end_kind="flip-flop"
export IMPL_postCtsHoldBufs=0
export IMPL_cp_start_kind="input pin"
export IMPL_cp_max_fo=139
export IMPL_setup_viol=0
export IMPL_critPathMaxStageDelay_ns=0.81
export IMPL_crit_chain="buf_8 > inv_8 > buf_4 > buf_4 > a31o_2"
export IMPL_yosys_cells=2274
export IMPL_routabilityCongestion=0.879
export IMPL_worst_pin_slew_ns=0.875
export IMPL_avgSynthCellArea_um2=10.1
export IMPL_final_util_pct=54.8
export IMPL_cts_path_max_buffers=3
export IMPL_hp_start="update_buff[0][14]"
export IMPL_viasPerCell=5.13
export IMPL_drt_pass1_iterations=5
export IMPL_antenna_found_initial=55
export IMPL_wl_met3_um=6060
export IMPL_r2r_cells=7
export IMPL_warnings=43
export IMPL_synth_seq_cells=586
export IMPL_power_leakage_uw=0.0112
export IMPL_r2r_start="update_valid_buff[3]"
export IMPL_io_pins=588
export IMPL_wl_met1_um=32100
export IMPL_final_area_um2=31000
export IMPL_grt_pass1_vias=17400
export IMPL_cp_common_cell="buf_4"
export IMPL_cts_tree="built"
export IMPL_cp_arrival_ns=11.01
export IMPL_yosysWarningCount=3
export IMPL_path_buffers=4
export IMPL_cts_buffers=60
export IMPL_dr_max_layer_used="met5"
export IMPL_cts_sinks=586
export IMPL_die_h_um=242
export IMPL_dr_wl_met2_um=30600
export IMPL_grt_total_usage_pct=24.5
export IMPL_num_rows=87
export IMPL_holdPathEnd="output_word[14]"
export IMPL_h_tree_depth=2
export IMPL_area_growth_pct=34.8
export IMPL_holdWs_ns=0.402
export IMPL_path_delay_family="buffers and inverters"
export IMPL_slew_violations=0
export IMPL_powerDensity_nw_per_um2=75.3
export IMPL_finalCritPeriodShare_pct=25.6
export IMPL_period_minus_slack_ns=10.46
export IMPL_wl_per_cell_um=20.1
export IMPL_ir_worst_vdd_v=0.0000830
export IMPL_route_detailed_drc=0
export IMPL_ys_seq_share_pct=53.8
export IMPL_die_w_um=242
export IMPL_drtIter0Drc=1345
export IMPL_status="finished, final reports clean"
export IMPL_r2r_slack_ns=36.81
export IMPL_placed_area_um2=29000
export IMPL_min_path_type="reg -> reg"
export IMPL_hold_viol_final=0
export IMPL_r2r_end="update_buff[6][26]"
export IMPL_dp_final_hpwl_um=45900
export IMPL_holdPathStages=0
export IMPL_dieArea_um2=58500
export IMPL_insertion_delay_ns=0.61
export IMPL_cts_resized=0
export IMPL_worstPathRequired_ns=41.35
export IMPL_post_cts_buffers=0
export IMPL_total_power_uw=2340
export IMPL_final_cell_mix="clkdlybuf4s50_1 (586), dfxtp_1 (520), a21oi_1 (450)"
export IMPL_finalClockSkew_ns=0.0111
export IMPL_overflow=0
export IMPL_max_slew_margin_pct=41.7
export IMPL_drive_above_1_share_pct=7.95
export IMPL_syn_inst=2274
export IMPL_worstSetupPathType="in -> reg"
export IMPL_clk_pin_slew_ns=0.06
export IMPL_fin_tns_setup_ns=0
export IMPL_yosysChipArea_um2=23000
export IMPL_fp_util_pct=40.7
export IMPL_rsz0062_at_grt="false"
export IMPL_clock_root_buffer="clkbuf_16"
export IMPL_clock_fmax_mhz=95.6
export IMPL_synth_distinct_cells=20
export IMPL_crit_slowest_cell="buf_4"
export IMPL_synth_area_um2=23000
export IMPL_maxCapViolCount=0
export IMPL_drt_total_wl_um=70700
export IMPL_fp_coreArea_um2=56600
==> how the worst max path moves through the flow <==
stage / from / endpoint / slack (ns) / cells after the start
finish: rst / update_buff[6][33] / 30.34 / 5
global route: rst / update_buff[6][34] / 30.26 / 5
CTS: rst / update_buff[6][33] / 30.49 / 5
==> worst reg2reg max path, stage by stage, from the launching register on <==
cell	delay, ns
dfxtp_1	0.34
nor4_4	0.29
buf_4	0.57
buf_4	0.75
buf_4	0.77
buf_4	0.72
a21oi_1	0.20
a31o_2	0.25
==> state kept, by name, indices dropped and copies added (netlist names) <==
register           flops
update_buff          512
output_word           64
update_valid_buff      8
output_valid           1
se_stall_request       1
==> synth_stat cells, drive strengths merged <==
cell type | count | area share, %
dfxtp | 520 | 45
inv | 4 | 0.065
nor2 | 5 | 0.082
nand3 | 2 | 0.043
edfxtp | 66 | 8.6
nor3 | 1 | 0.022
a31o | 448 | 17
a21oi | 450 | 9.8
and2 | 1 | 0.027
nand2b | 449 | 12
nor2b | 64 | 1.7
buf | 133 | 2.9
a31oi | 5 | 0.14
clkbuf | 124 | 2.0
and3 | 1 | 0.027
nor4 | 1 | 0.054
==> layout make-up <==
cell class,count,area (um^2)
Clock inverter,18,194
Tap cell,756,946
Timing Repair Buffer,614,6120
Fill cell,4942,25600
Multi-Input combinational cell,1427,9490
Sequential cell,586,12400
Inverter,4,22.5
Antenna cell,25,62.6
Clock buffer,92,1800
==> power breakdown <==
| group | total [uW] | switching, uW | internal, uW |
|---|---|---|---|
| Sequential | 899 | 65.8 | 833 |
| Combinational | 888 | 567 | 321 |
| Clock | 551 | 224 | 327 |
==> cells by family (layout without fill, tap and decap cells) <==
group	Yosys count	in the layout	share of synthesized area [%]
and+or+nand+nor	524	524	14.2
other	0	25	0
buffers and inverters	261	728	5.00
DFF	586	586	53.8
AOI/OAI and AO/OA	903	903	27.0
==> routing by layer <==
metal  vias up  track usage [%]
li1       8955                -
met1      8316             37.4
met4        54             6.44
met5         -                0
met3       155             8.94
met2       604             33.9
==> stage by stage <==
stage	setup slack, ns	instances
final	30.34	3522
after global placement	29.92	3387
after detailed placement	29.86	3387
after floorplan	29.92	2274
after global routing	30.26	3514
after CTS	30.49	3497
Power figures rest on the tool's default switching activity, not on a simulated workload.
