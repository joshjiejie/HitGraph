File: config.mk
export PLATFORM = sky130hd
export DESIGN_NAME = scheduler
export DESIGN_NICKNAME = scheduler
export VERILOG_FILES = /design/flow/design.v
export SDC_FILE = /design/flow/constraint.sdc
export NUM_CORES = 4
export LEC_CHECK = 1
export CORE_UTILIZATION = 30
File: constraint.sdc
current_design scheduler

set clk_period 3.7
set clk_io_pct 0.2

create_clock -name clk0 -period $clk_period [get_ports {clk}]

set non_clock_inputs [all_inputs -no_clocks]
set_input_delay [expr $clk_period * $clk_io_pct] -clock clk0 $non_clock_inputs
set_output_delay [expr $clk_period * $clk_io_pct] -clock clk0 [all_outputs]
File: design.v
module scheduler # (
    parameter PAR_NUM   = 32,
    parameter PAR_NUM_W = 5
)(
	input wire                      clk,
	input wire                      rst,
	input wire [1:0]                control,
	input wire                      par_complete_sig,
	input wire						par_active,    
	output reg [31:0]               Raddr,
	output reg [31:0]               work_size,
	output reg                      new_par_start,
	output reg						new_par_active,
	output reg                      PE_DONE  
);
reg [31:0]	par_shard_addr		[PAR_NUM-1:0];
reg [31:0]	par_bin_addr			[PAR_NUM-1:0];
reg [31:0]	par_shard_size		[PAR_NUM-1:0];
reg [31:0]	par_bin_size			[PAR_NUM-1:0];
reg [0:0]		par_active_state	[PAR_NUM-1:0];
reg [PAR_NUM_W-1:0] next_par_id;
reg [0:0] state_switch;
integer i;
localparam  IDLE=0, SCATTER=1, GATHER=2;
reg [1:0]   CURRENT_STATE;
always @(posedge clk) begin
	if(rst) begin        
        CURRENT_STATE <= IDLE;
        next_par_id <= 1'b0;
        PE_DONE <= 1'b0;
        state_switch <= 1'b0;
				new_par_start <= 1'b0;
        for(i=0; i<PAR_NUM; i=i+1) begin                         
            par_shard_size [i] 	<= 32*1024*1024;
            par_shard_addr [i] 	<= PAR_NUM*4*1024*8 + i*32*1024*1024;              
            par_bin_addr   [i] 	<= PAR_NUM*4*1024*8 + (PAR_NUM+i)*32*1024*1024;
            par_bin_size   [i] 	<= 32*1024*1024; 
						par_active_state[i] <= 1'b1;	
        end  		 		
	end else begin 	
		new_par_start <= 1'b0;
		new_par_active <= 1'b0;	
		case (CURRENT_STATE) 
			IDLE: begin
			 if(control != 2'b00) begin
				CURRENT_STATE <= control;
				next_par_id <= 1'b0;
				state_switch <= 1'b1;
				PE_DONE <=  PE_DONE;
			 end   
			end
			SCATTER: begin
				if(par_complete_sig || state_switch) begin
					if(next_par_id == PAR_NUM-1) begin
					   CURRENT_STATE <= IDLE;
					   PE_DONE <= 1'b1;
					   next_par_id <= 1'b0;
					   state_switch <= 1'b1; 
					end else begin 
					   next_par_id <= next_par_id+1;                       
					   Raddr <= par_shard_addr[next_par_id];
					   work_size <= par_shard_size[next_par_id];
					   state_switch <= 1'b0;
					   PE_DONE <= 1'b0;
					   new_par_start <= 1'b1;
					   par_active_state[next_par_id] <= 1'b0;
					   new_par_active <= par_active_state[next_par_id+1];
					end
				end 
			end
			GATHER: begin
				if(par_complete_sig || state_switch) begin
					if(next_par_id == PAR_NUM-1) begin
						CURRENT_STATE <= IDLE;
						PE_DONE <= 1'b1;
						state_switch <= 1'b1; 
					end else begin 
						next_par_id <= next_par_id+1;                       
						Raddr <= par_bin_addr[next_par_id];
						work_size <= par_bin_size[next_par_id];
						state_switch <= 1'b0;
						PE_DONE <= 1'b0;
						new_par_start <= 1'b1;
					end
					par_active_state[next_par_id] <= par_active;
				end 
			end
			default: begin				
				CURRENT_STATE <= CURRENT_STATE;
				PE_DONE <= 1'b0;
				state_switch <= 1'b0;				
			end
		endcase
	end
end
endmodule
File: run.sh
#!/bin/bash
# OpenROAD 26Q1-2900-gdf79404cd8, Yosys 0.63+post, stock flow scripts
make -C /OpenROAD-flow-scripts/flow DESIGN_CONFIG=/design/flow/config.mk WORK_HOME=/design/flow/orfs finish
==> impl_metrics.csv <==
group,metric,value,unit
critical_path,critical_path.cell_chain,"ha_1 > inv_1 > nor2_1 > ha_1 > nand2b_4 > a211oi_4 > and2_4 > a211oi_1 > a31oi_1",
floorplan,fp.dieArea,10900,sq um
timing,tns,0,ps
drt,initialDrtViolationCount,140,
power,power_density,441,nW/um^2
run,warning_count,33,
global_routing,maximum_number_of_pins_on_one_net_before_global_route_repair,38,
drt,drt_drc_violations_left,0,
yosys,synth-cells-yosys,312,
timing,finalSetupViolations,0,
timing,layout_min_cycle_time,2600,ps
timing,slew_headroom,0.568,
timing,hold_ws,506,ps
global_routing,gr-usage-met2,0.158,
global_routing,grt_pass1_vias,1854,
clock_network,htree_levels,2,
drt,total_wirelength_of_the_detailed_routed_design,5480,um
critical_path,cp_max_fo,16,
cells_and_area,fillerInstances,997,
clock_network,post_cts_resized,0,
placed_design,dp_hpwl,3670,um
critical_path,cp.required,3870,ps
power,worst_ir_drop_vdd,0.237,mV
clock_network,cts_tree,"built",
drt,antenna_cells_inserted,0,
placed_design,place.gp.congestion,0.817,
drt,avgRoutedWirePerCell,12.3,um
timing,timing.fmax,384,MHz
yosys,post_synth.cell_area_avg,10.0,sq um
yosys,yosysUniqueCellTypes,50,
clock_network,post_cts_buffers,0,
yosys,ys_chip_area,3140,sq um
global_routing,antenna_found_initial,0,
critical_path,worstSetupStartpointType,"flop",
placed_design,dp.cells,438,
yosys,synth_sequential_area_ratio,0.335,
critical_path,crit_path_top_delay_cell,"dfxtp_1",
timing,fin_crit_sh,0.703,
timing,max_slew.worst_pin.slew,648,ps
critical_path,critPathTopFamily,"flip-flops",
yosys,async_flop_share,0,
critical_path,crit_top_cell,"ha_1",
yosys,synthFlopType,"dfxtp_1",
yosys,yosys-dominant-comb-family,"buffers and inverters",
placed_design,numPortBuffers,14,
yosys,mux_area_frac,0.0778,
floorplan,fp_util,0.315,
floorplan,placement_rows,36,
timing,timing_hold_violations_final,0,
clock_network,clkSinkCount,49,
placed_design,detailedPlace.worstSlack,1110,ps
floorplan,floorplan.die.width,104,um
yosys,post_synth_fa_ha_maj_area_fraction,0.0439,
global_routing,overflow_after_grt,0,
clock_network,count_of_hold_fix_buffers_inserted_at_cts,0,
cells_and_area,layout_top_cells_excl_fill_tap,"conb_1 (58), dfxtp_1 (42), a31oi_1 (34)",
floorplan,placeableCoreArea,9950,sq um
clock_network,clock-root-buffer,"clkbuf_8",
critical_path,cp-end-kind,"flop",
min_path,hold_class,"flop to flop",
run,drv_cap,0,
cells_and_area,areaGrowthSynthToFinish,-0.718,%
global_routing,top_usage_layer,"met1",
timing,finalMaxSlewViolations,0,
yosys,top_cell_area_share,0.268,
drt,route.detailed.vias_per_inst,4.63,
critical_path,timing.critical_path.buf_inv,1,
clock_network,worst_skew_pair.late_latency,300,ps
yosys,synth_flop_count,49,
drt,via_count,2061,
global_routing,track_usage,0.104,
clock_network,cts_buffer_depth,2,
drt,detail-route-antenna-nets,0,
clock_network,clk_transition_reported_paths,90,ps
global_routing,grt.met3_usage,0.0191,
timing,fin_ws,1100,ps
cells_and_area,post_route_cells_drive_above_1_share,0.112,
yosys,synthesis.instances,312,
critical_path,critical_path.max_stage_delay,750,ps
drt,detailedRoute.firstPassIterationCount,4,
yosys,syn_area,3140,sq um
power,power_leakage,1.07,nW
cells_and_area,final_layout_top_logic_cell,"conb_1",
yosys,leading_cell_types_by_total_area_after_synthesis,"dfxtp_1 (27%), buf_4 (14%), a211oi_1 (7.4%)",
floorplan,die-height,104,um
timing,worst_clk_skew,12.4,ps
global_routing,grt_first_pass_wirelength,9210,um
critical_path,critical_path_arrival,2780,ps
yosys,synth-edff-count,7,
timing,rsz0062_at_grt,"no",
floorplan,ios,73,
status,run_status,"completed",
clock_network,cts_inserted_buffers,5,
yosys,yosys_warnings,5,
critical_path,critical_path_class,"flop to flop",
yosys,synth-xor-area-share,0.0104,
global_routing,gr-usage-met1,0.164,
yosys,yosys.area_share.simple,0.105,
yosys,yosysTopAreaCell,"dfxtp_1",
yosys,synthAoiAreaFrac,0.208,
cells_and_area,final-instance-count-excl-fill,445,
[kinds of logic after synthesis]
group,after synthesis
simple gates,53
mux,12
fa+ha+maj,11
flops,49
other cells,2
compound gates,92
xor+xnor,2
buf+inv,91
[flip-flops by register name (all words and copies together), names as in the netlist]
signal            cells
par_active_state     32
PE_DONE               1
new_par_start         1
state_switch          1
new_par_active        1
CURRENT_STATE         2
next_par_id           5
Raddr                 6
[power breakdown]
part           leakage (nW)  internal, W  switching (W)  total, W
logic                 0.615     0.000184       0.000251  0.000435
registers             0.407     0.000598      0.0000335  0.000632
clock network        0.0445     0.000131       0.000174  0.000306
[metal layers]
metal  routed length (um)  up-vias
met4                   49        0
met1                 2670      938
li1                     -     1032
met2                 2410       82
met5                    0        -
met3                  345        9
[Yosys cell counts (4+ instances only)]
cell / instances
a211oi_1: 31
edfxtp_1: 7
nor2_1: 16
a31oi_1: 34
buf_12: 4
buf_8: 4
buf_4: 59
a21o_1: 4
dfxtp_1: 42
clkbuf_1: 8
nand2_1: 10
inv_1: 10
mux4_1: 6
and2_4: 4
ha_1: 11
a21oi_1: 10
[final cells by class]
| cell class | count | area (sq um) | area share |
|---|---|---|---|
| inverters | 12 | 45.0 | 0.0145 |
| repair buffers | 16 | 155 | 0.0498 |
| well taps | 133 | 166 | 0.0535 |
| clock buffers | 5 | 68.8 | 0.0221 |
| multi-input cells | 228 | 1610 | 0.518 |
| flip-flops and latches | 49 | 1050 | 0.338 |
| clock inverters | 2 | 15.0 | 0.00482 |
[path summary, 6_finish.rpt]
check,start,to,slack (ps),cells after the start
hold reg to reg,PE_DONE,PE_DONE,510,2
setup reg to reg,next_par_id[0],par_active_state[30],1100,9
setup / recovery,next_par_id[0],par_active_state[30],1100,9
hold / removal,PE_DONE,PE_DONE,510,2
[through the flow]
| stage | cell area (sq um) | utilization | power, W |
|---|---|---|---|
| after global placement | 3030 | 0.304 | 0.00107 |
| after floorplan | 3350 | - | 0.00102 |
| after global routing | 3110 | 0.313 | 0.00148 |
| after CTS | 3110 | 0.313 | 0.00138 |
| after detailed placement | 3030 | 0.304 | 0.00108 |
| final | 3110 | 0.313 | 0.00137 |
[worst reg2reg max path: stages, from the launching register on]
cell and delay [ps]:
dfxtp_1 750, ha_1 350, inv_1 70, nor2_1 150, ha_1 300, nand2b_4 190
a211oi_4 80, and2_4 250, a211oi_1 280, a31oi_1 60
Power is estimated from default activity; no workload was simulated.
